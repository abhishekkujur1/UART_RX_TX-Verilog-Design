--- flow/config.mk ---
export PLATFORM = sky130hd
export DESIGN_NAME = uart_controller
export DESIGN_NICKNAME = uart_controller
export VERILOG_FILES = /design/flow/design.v
export SDC_FILE = /design/flow/constraint.sdc
export NUM_CORES = 4
export LEC_CHECK = 1
export CORE_AREA = 10 10 114 114
export DIE_AREA = 0 0 124 124
--- flow/constraint.sdc ---
current_design uart_controller

set clk_period 1.6
set clk_io_pct 0.2

create_clock -name clk0 -period $clk_period [get_ports {clk}]

set non_clock_inputs [all_inputs -no_clocks]
set_input_delay [expr $clk_period * $clk_io_pct] -clock clk0 $non_clock_inputs
set_output_delay [expr $clk_period * $clk_io_pct] -clock clk0 [all_outputs]
--- flow/design.v ---
module baudRateGenerator #(
    parameter CLOCK_RATE = 25000000, 
    parameter BAUD_RATE = 115200, 
    parameter RX_OVERSAMPLE = 16
)(
    input    clk,
    input    reset_n,
    output reg    o_Rx_ClkTick,
    output reg    o_Tx_ClkTick
);
parameter TX_CNT = CLOCK_RATE/(2*BAUD_RATE);
parameter RX_CNT = CLOCK_RATE/(2*BAUD_RATE*RX_OVERSAMPLE);
parameter TX_CNT_WIDTH = $clog2(TX_CNT);
parameter RX_CNT_WIDTH = $clog2(RX_CNT);
reg [TX_CNT_WIDTH - 1:0] r_Tx_Counter;
reg [RX_CNT_WIDTH - 1:0] r_Rx_Counter;
always @(posedge clk or negedge reset_n)
begin
    if(~reset_n)
    begin
        o_Rx_ClkTick <= 1'b0;
        r_Rx_Counter <= 0;
    end
    else if(r_Rx_Counter == RX_CNT - 1) 
    begin
        o_Rx_ClkTick <= ~o_Rx_ClkTick;
        r_Rx_Counter <= 0;
    end
    else 
    begin
        r_Rx_Counter <= r_Rx_Counter + 1;
    end
end
always @(posedge clk or negedge reset_n)
begin
    if(~reset_n)
    begin
        o_Tx_ClkTick <= 1'b0;
        r_Tx_Counter <= 0;
    end
    else if(r_Tx_Counter == TX_CNT - 1) 
    begin
        o_Tx_ClkTick <= ~o_Tx_ClkTick;
        r_Tx_Counter <= 0;
    end
    else 
    begin
        r_Tx_Counter <= r_Tx_Counter + 1;
    end
end
endmodule
module uart_tx_controller(
    input       clk,
    input       reset_n,
    input [7:0] i_Tx_Byte,
    input       i_Tx_Ready,
    output      o_Tx_Done,
    output      o_Tx_Active,  
    output      o_Tx_Data
);
localparam UART_TX_IDLE = 3'b000,
           UART_TX_START = 3'b001,
           UART_TX_DATA = 3'b010,
           UART_TX_STOP = 3'b011;
reg [2:0]   r_Bit_Index;
reg         r_Tx_Done;
reg         r_Tx_Data;
reg [2:0]   r_State;
reg         r_Tx_Active;
always @(posedge clk or negedge reset_n)
begin
    if(~reset_n)
    begin
        r_State <= UART_TX_IDLE;
        r_Bit_Index <= 0;
        r_Tx_Done <= 1'b0;
        r_Tx_Data <= 1'b1;
        r_Tx_Active <= 1'b0;
    end
    else
    begin
        case(r_State)
            UART_TX_IDLE: begin
                r_Bit_Index <= 0;
                r_Tx_Done <= 1'b0;
                r_Tx_Data <= 1'b1;
                if(i_Tx_Ready == 1'b1)
                begin
                    r_State <= UART_TX_START;
                    r_Tx_Active <= 1'b1;
                end
                else begin
                    r_State <= UART_TX_IDLE;
                end
            end
            UART_TX_START: begin
                r_Tx_Data <= 1'b0;
                r_State <= UART_TX_DATA;
            end
            UART_TX_DATA: begin
                r_Tx_Data <= i_Tx_Byte[r_Bit_Index];
                if(r_Bit_Index < 7)
                begin
                    r_Bit_Index <= r_Bit_Index + 1;
                    r_State <= UART_TX_DATA;
                end
                else begin
                    r_Bit_Index <= 0;
                    r_State <= UART_TX_STOP;
                end
            end
            UART_TX_STOP: begin
                r_State <= UART_TX_IDLE;
                r_Tx_Done <= 1'b1;
                r_Tx_Active <= 1'b0;
                r_Tx_Data <= 1'b1;
            end
            default: begin
                r_State <= UART_TX_IDLE;
            end
        endcase
    end
end
assign o_Tx_Done = r_Tx_Done;
assign o_Tx_Data = r_Tx_Data;
assign o_Tx_Active = r_Tx_Active;
endmodule
module uart_rx_controller #(parameter RX_OVERSAMPLE = 0)(
    input       clk,
    input       reset_n,
    input       i_Rx_Data,
    output      o_Rx_Done,   
    output [7:0] o_Rx_Byte
);
localparam UART_RX_IDLE = 3'b000,
           UART_RX_START = 3'b001,
           UART_RX_DATA = 3'b010,
           UART_RX_STOP = 3'b011;
reg [7:0]  r_Rx_Data;
reg [2:0]  r_Bit_Index;
reg [4:0]  r_Clk_count;
reg        r_Rx_Done;
reg [2:0]  r_State;
always @(posedge clk or negedge reset_n)
begin
    if(~reset_n)
    begin
        r_State <= UART_RX_IDLE;
        r_Bit_Index <= 0;
        r_Clk_count <= 0;
        r_Rx_Done <= 1'b0;
        r_Rx_Data <= 8'b00;
    end
    else
    begin
        case(r_State)
            UART_RX_IDLE: begin
                r_Bit_Index <= 0;
                r_Clk_count <= 0;
                r_Rx_Done <= 1'b0;
                if(i_Rx_Data == 1'b0)
                begin
                    r_State <= UART_RX_START;
                end
                else begin
                    r_State <= UART_RX_IDLE;
                end
            end
            UART_RX_START: begin
                if(r_Clk_count == (RX_OVERSAMPLE/2))
                begin
                    if(i_Rx_Data == 1'b0)
                    begin
                        r_State <= UART_RX_DATA;
                        r_Clk_count <= 0;
                    end
                    else begin
                        r_State <= UART_RX_IDLE;
                    end
                end
                else begin
                    r_State <= UART_RX_START;
                    r_Clk_count <= r_Clk_count + 1;
                end
            end
            UART_RX_DATA: begin
                if(r_Clk_count < (RX_OVERSAMPLE))
                begin
                    r_State <= UART_RX_DATA;
                    r_Clk_count <= r_Clk_count + 1;
                end
                else begin
                    r_Rx_Data[r_Bit_Index] <= i_Rx_Data;
                    r_Clk_count <= 0;
                    if(r_Bit_Index < 7)
                    begin
                        r_Bit_Index <= r_Bit_Index + 1;
                        r_State <= UART_RX_DATA;
                    end
                    else begin
                        r_Bit_Index <= 0;
                        r_State <= UART_RX_STOP;
                    end
                end
            end
            UART_RX_STOP: begin
                if(r_Clk_count < (RX_OVERSAMPLE))
                begin
                    r_State <= UART_RX_STOP;
                    r_Clk_count <= r_Clk_count + 1;
                end
                else begin
                    r_State <= UART_RX_IDLE;
                    r_Clk_count <= 0;
                    r_Rx_Done <= 1'b1;
                end
            end
            default: begin
                r_State <= UART_RX_IDLE;
            end
        endcase
    end
end
assign o_Rx_Done = r_Rx_Done;
assign o_Rx_Byte = r_Rx_Done ? r_Rx_Data : 8'h00;
endmodule
module uart_controller #(parameter CLOCK_RATE = 0, parameter BAUD_RATE = 0, parameter RX_OVERSAMPLE = 1)(
    input    clk,
    input    reset_n,
    input    i_Tx_Ready,
    input [7:0] i_Tx_Byte,
    output   o_Tx_Active,
    output   o_Tx_Data,
    output   o_Tx_Done,
    input    i_Rx_Data,
    output   o_Rx_Done,
    output [7:0] o_Rx_Byte
);
wire w_Rx_ClkTick,w_Tx_ClkTick;
wire w_Tx_Data_to_Rx;
baudRateGenerator #(CLOCK_RATE, BAUD_RATE, RX_OVERSAMPLE) xbaudRateGenerator(
    .clk               (clk),
    .reset_n         (reset_n),
    .o_Rx_ClkTick    (w_Rx_ClkTick),
    .o_Tx_ClkTick    (w_Tx_ClkTick)
);
    uart_tx_controller xUART_TX(
        .clk            (w_Tx_ClkTick),
        .reset_n        (reset_n),
        .i_Tx_Byte      (i_Tx_Byte),
        .i_Tx_Ready     (i_Tx_Ready),
        .o_Tx_Done      (),
        .o_Tx_Active    (),
        .o_Tx_Data      (Tx_Data_to_Rx)
    );
    uart_rx_controller #(RX_OVERSAMPLE) xUART_RX(
        .clk          (w_Rx_ClkTick),
        .reset_n      (reset_n),
        .i_Rx_Data    (Tx_Data_to_Rx),
        .o_Rx_Done    (o_Rx_Done),
        .o_Rx_Byte    (o_Rx_Byte)
    );
endmodule
--- flow/run.sh ---
#!/bin/bash
# OpenROAD 26Q1-2900-gdf79404cd8, Yosys 0.63+post, stock flow scripts
make -C /OpenROAD-flow-scripts/flow DESIGN_CONFIG=/design/flow/config.mk WORK_HOME=/design/flow/orfs finish
==> results.sh <==
# physical design summary
export IMPL_slew_limit_headroom_pct=64.20
export IMPL_vias=1200
export IMPL_fin_setup_tns_ps=0
export IMPL_clockBufferDepth=2
export IMPL_fp_dieH_um=124
export IMPL_htreeDepth=1
export IMPL_worstSetupPathType="flip-flop to flip-flop"
export IMPL_cp_max_fo=22
export IMPL_finalHoldViolCount=0
export IMPL_unclocked_pins=29
export IMPL_crit_arrival_ps=790
export IMPL_critical_path_max_stage_delay_ps=310
export IMPL_gr_total_overflow=0
export IMPL_yosys_warnings=7
export IMPL_drv_cap=0
export IMPL_insertion_delay_ps=210
export IMPL_dr_pass1_iters=4
export IMPL_wirelength_mm=3.250
export IMPL_initial_core_util_pct=15.77
export IMPL_required_ps=1690
export IMPL_ys_chip_area_sq_um=1643
export IMPL_portBuffers=19
export IMPL_rsz0062_at_grt="false"
export IMPL_end_kind="flip-flop"
export IMPL_cts_resized=0
export IMPL_cts_buffers=3
export IMPL_timing_rr_start="xbaudRateGenerator.o_Rx_ClkTick"
export IMPL_crit_start="xbaudRateGenerator.o_Rx_ClkTick"
export IMPL_io_pins=24
export IMPL_ff_type="dfrtp_1"
export IMPL_log_warning_count=29
export IMPL_min_period_ps=700.8
export IMPL_yosys_cells=161
export IMPL_logic_area_sq_um=783.3
export IMPL_row_count=37
export IMPL_reg2reg_depth=2
export IMPL_cts_clk_slew_worst_paths_ps=30
export IMPL_root_buffer="clkbuf_8"
export IMPL_worst_slew_pin_slew_ps=532.8
export IMPL_finalClockPeriodUsage_pct=43.80
export IMPL_drt_iter0_markers=58
export IMPL_area_growth_pct=24.07
export IMPL_finClkSkew_ps=0
export IMPL_antenna_found_initial=1
export IMPL_crit_chain="buf_4 -> inv_1"
export IMPL_endpoint="xbaudRateGenerator.o_Rx_ClkTick"
export IMPL_place_area_sq_um=1994
export IMPL_untimed_endpoints=38
export IMPL_grt_max_degree=23
export IMPL_first_global_vias=1158
export IMPL_wl_per_cell_um=10.22
export IMPL_grt_usage_pct=4.321
export IMPL_synth_async_sr_flop_share_pct=100.0
export IMPL_leakagePower_nw=0.8278
export IMPL_critical_path_slowest_cell="dfrtp_1"
export IMPL_grt_pass1_wl_mm=5.506
export IMPL_syn_instance_count=161
export IMPL_gp_congestion=0.7991
export IMPL_syn_avg_cell_area_sq_um=10.20
export IMPL_rrSetupSlack_ps=900
export IMPL_hp_class="primary input to asynchronous set/reset pin"
export IMPL_fp_dieW_um=124
export IMPL_worstSetupStartpointType="flip-flop"
export IMPL_ys_seq_share_pct=47.45
export IMPL_fmax_mhz=1427
export IMPL_power_density_nw_per_um2=145.6
export IMPL_ir_drop_uv=115.3
export IMPL_synth_cell_types=45
export IMPL_slew_viol_final=0
export IMPL_regArea_sq_um=779.5
export IMPL_vias_per_cell=3.774
export IMPL_ctsHoldBuffers=0
export IMPL_setup_viol=0
export IMPL_drive_gt1_share_pct=12.71
export IMPL_num_fill_cells=1132
export IMPL_ys_ff=31
export IMPL_edf_count=0
export IMPL_cts_setup_buffers=0
export IMPL_die_area_sq_um=15380
export IMPL_r2r_end="xbaudRateGenerator.o_Rx_ClkTick"
export IMPL_hpwl_mm=2.609
export IMPL_drc=0
export IMPL_status="finished clean"
export IMPL_cts_tree="yes"
export IMPL_core_sq_um=10420
export IMPL_ant_nets=0
export IMPL_stdcell_area_sq_um=2038
export IMPL_post_route_util_pct=19.57
export IMPL_synth_area_sq_um=1643
kinds of logic (layout without fill, tap and decap cells):
family | Yosys count | count (layout) | share of synthesized area, %
other | 1 | 4 | 0.2283
buffers and inverters | 20 | 38 | 5.331
XOR/XNOR | 1 | 1 | 0.5332
multiplexers | 11 | 11 | 7.844
AND-OR/OR-AND | 41 | 41 | 17.21
AND/OR/NAND/NOR | 50 | 50 | 16.83
flip-flops | 31 | 31 | 47.45
adder cells (fa/ha/maj) | 6 | 6 | 4.570
cells in the final DEF, fill, tap and decap left out, types with 2 or more instances in the layout:
cell / count
dfstp_2: 3
nand3_1: 7
or2_2: 2
and3_1: 2
and2_1: 9
o21ai_0: 21
nand3b_1: 3
nor2_1: 9
buf_4: 3
clkbuf_8: 3
a31oi_1: 2
a21oi_1: 2
mux2i_1: 5
a22o_1: 2
nand2_1: 8
or3_1: 2
mux2_2: 5
inv_1: 13
ha_1: 6
conb_1: 3
clkdlybuf4s50_1: 19
a21o_1: 2
dfrtp_1: 28
power breakdown:
group / switching (W) / leakage [nW] / total (W) / internal (W)
clock network: 0.0000395 / 0.0216 / 0.000199 / 0.000159
registers: 0 / 0.423 / 0.0000509 / 0.0000509
logic: 0.0000200 / 0.383 / 0.0000473 / 0.0000273
total: 0.0000595 / 0.828 / 0.000297 / 0.000237
critical path, delay by kind of cell, from the launching register on:
kind / cells / cell delay [ps]
buffers and inverters: 2 / 280
flip-flops: 1 / 310
metal layers:
metal  up-vias  wire length [um]  track usage (%)
met1       567              1533            5.832
met5         -                 0                0
met2        21              1471            6.854
li1        610                 -                -
met3         2               236            1.469
met4         0                 9           0.4317
sequential cells by signal, indices dropped and copies added (netlist names):
register,cells
xUART_RX.r_Rx_Data,8
xUART_RX.r_Clk_count,5
xUART_RX.r_State,4
xUART_TX.r_State,4
xUART_RX.r_Bit_Index,3
xUART_TX.r_Bit_Index,3
xUART_RX.r_Rx_Done,1
xUART_TX.r_Tx_Data,1
xbaudRateGenerator.o_Rx_ClkTick,1
xbaudRateGenerator.o_Tx_ClkTick,1
how the worst min path moves through the flow:
stage                                              to  cells after the start
after CTS             xbaudRateGenerator.o_Tx_ClkTick                      2
after global routing  xbaudRateGenerator.o_Tx_ClkTick                      2
final                 xbaudRateGenerator.o_Tx_ClkTick                      2
through the flow:
step           std cells  total power, W  hold slack (ps)  setup WS, ps
2_1_floorplan        163      0.00006102            24.41         865.0
3_3_place_gp         314       0.0001002            539.9         749.5
3_5_place_dp         314       0.0001008            550.2         742.9
4_1_cts              317       0.0003047            494.3         889.8
5_1_grt              317       0.0003119            511.3         837.3
6_report             318       0.0002968            471.5         899.2
cells in the mapped netlist (2+ instances only):
library cell | n | share of area [%]
dfrtp_1 | 28 | 43
o21ai_0 | 21 | 6.4
inv_1 | 13 | 3.0
and2_1 | 9 | 3.4
nor2_1 | 9 | 2.1
nand2_1 | 8 | 1.8
nand3_1 | 7 | 2.1
ha_1 | 6 | 4.6
mux2_2 | 5 | 3.4
mux2i_1 | 5 | 3.0
buf_4 | 3 | 1.4
clkbuf_1 | 3 | 0.69
dfstp_2 | 3 | 4.8
nand3b_1 | 3 | 1.4
a21o_1 | 2 | 0.91
a21oi_1 | 2 | 0.61
a22o_1 | 2 | 1.1
a31oi_1 | 2 | 0.76
and3_1 | 2 | 0.76
or2_2 | 2 | 0.76
or3_1 | 2 | 0.76
layout make-up:
class	count	area share, %
timing repair buffer	22	10.44
multi-input combinational	112	38.43
inverter	13	2.394
antenna	1	0.1228
tap	136	8.349
sequential	31	38.24
clock buffer	3	2.026
Power figures rest on the tool's default switching activity, not on a simulated workload.
